==> ./design.v <==
module dpram_dif_ppu #(
	parameter addr_width = 8,
	parameter data_width = 8
) (
	input clock,
	input [7:0] address_a = 0,
	input [15:0] data_a = 0,
	input enable_a = 1,
	input wren_a = 0,
	output [15:0] q_a,
	input cs_a = 1,
	input [6:0] address_b = 0,
	input enable_b = 1,
	output [31:0] q_b,
	input cs_b = 1
);
	reg [15:0] mem[0:255];
	initial begin :mem_init
		integer i;
		for (i = 0; i < 2**addr_width; i = i + 1'b1)
			mem[i] = 0;
	end
	always @(posedge clock)
		if (enable_a && wren_a && cs_a)
			mem[address_a] <= data_a;
	reg [7:0] aa;
	reg [6:0] ab;
	always @(posedge clock) begin
		if (enable_a) aa <= address_a;
		if (enable_b) ab <= address_b;
	end
	assign q_a = mem[aa];
	assign q_b = {mem[{ab, 1'b1}], mem[{ab, 1'b0}]};
endmodule
==> ./run.sh <==
#!/bin/bash
# OpenROAD 26Q1-2900-gdf79404cd8, Yosys 0.63+post, stock flow scripts
make -C /OpenROAD-flow-scripts/flow DESIGN_CONFIG=/design/flow/config.mk WORK_HOME=/design/flow/orfs finish
==> ./config.mk <==
export PLATFORM = sky130hd
export DESIGN_NAME = dpram_dif_ppu
export DESIGN_NICKNAME = dpram_dif_ppu
export VERILOG_FILES = /design/flow/design.v
export SDC_FILE = /design/flow/constraint.sdc
export NUM_CORES = 4
export LEC_CHECK = 1
export CORE_UTILIZATION = 30
==> ./constraint.sdc <==
current_design dpram_dif_ppu

set clk_period 90.6
set clk_io_pct 0.2

create_clock -name clk0 -period $clk_period [get_ports {clock}]

set non_clock_inputs [all_inputs -no_clocks]
set_input_delay [expr $clk_period * $clk_io_pct] -clock clk0 $non_clock_inputs
set_output_delay [expr $clk_period * $clk_io_pct] -clock clk0 [all_outputs]
==> run notes <==
Purpose: to document the outcome of synthesis and place and route.

Global route
Summed over all routing layers, the global router reports a total usage of 22.7%. Summed over all layers, the global routing overflow is 0. The initial antenna violation count came to 37. The number of global-route vias before repair came to 120000. The first global-routing pass estimated 932000 um of wire. Entering global routing, the biggest net connects 108 pins.

Logic synthesis
The post-synth count of flops with an enable pin is 4111. Yosys attributes the largest share of cell area to edfxtp_1, mux4_2, mux2i_1. In this run the biggest area consumer among cell types represents 64.9% of the synthesized area. The xor-xnor portion of the synthesized cell area is 0%. The per-instance average area after synthesis is 21.1 um2. In this run, distinct cell masters in the synthesized netlist total between 40 and 50. The yosys stat cell total is 9012. The synthesis stat section lists a flop and latch total of 4126.

By area, the combinational part of the netlist is dominated by multiplexers. The portion of the post-synthesis area used by sequential elements is about 65%. Sorting the Yosys area breakdown by cell type puts at the top edfxtp_1. By count the netlist is led by edfxtp_1, mux4_2, mux2i_1. Sorting the synthesis cell report by count puts at the top edfxtp_1. The synthesized netlist devotes 0% of its cell area to adder and majority cells. The cell count after synthesis is roughly 9000. Per the synthesis report, the simple-gate share of the synthesized area is 1.27%. The chip area line of the yosys report is ~190000 um2. Of the total synthesized cell area, the portion taken by AND-OR and OR-AND cells is 3.48%. Summing every instance area after synthesis gives roughly 190000 um2. The number of warnings printed during yosys synthesis is 1. The proportion of register bits with asynchronous set or reset after synthesis is 0%. The portion of synthesized area spent on multiplexers is approximately 28%. The most used flip-flop cell after synthesis is edfxtp_1.

Run
The number of warnings in the stage logs is 40. The tally of max-capacitance violations is 0.

Floorplan
The die is between 700 and 800 um tall. between 80 and 90 I/O pins were placed. Before placement the cells fill 30.1% of the core. The total core area is 632000 um2. The horizontal die dimension reported for this design is 798 um.

The number of placement rows is 292. The overall chip area is between 600000 and 700000 um2.

Detailed routing
The number of remaining DRC errors is 0. The total number of vias is 105000. Per the detail_route report, routed wire per instance is 37.3 um. For this run, the detailed router reports a per-instance via density of 5.81.

Nets still carrying antenna violations after routing amount to 0. The post-detailed-routing wire length is 676000 um. The iteration-0 DRC count of the detailed router is 7848. In the log, the iteration count for the first detailed-route pass is 9.

Clock network
The clock transition at the register clock pins on the worst setup and hold paths after CTS is ~60 ps. The number of buffers inserted during clock tree synthesis is just under 400. The root buffer cell is clkbuf_16. In this run the number of H-tree levels came out at 5. TritonCTS built the clock tree.

The skew report gives the latency at the later pin of the worst-skew pair as 1050 ps. The number of buffers added for setup after CTS is 0. For this design, the sink count on the clock tree is 4126. The maximum clock path buffer count is 4. The post-cts hold buffer count is 0. Once the clock tree was built, the resizer swapped 0 gates to a different size.

STA
The worst path in the final design needs a cycle of approximately 27000 ps, including I/O delays and setup. Counting endpoints that fail hold in the final report gives 0. The flow reports an fmax of 36.7 MHz. The total count of max-transition violations in the final report is 0. The final layout reports a setup TNS of 0 ps. The total setup violations reported at the end of the flow is 0.

The transition time at the pin with the least slew margin is roughly 1200 ps. Setup repair after global routing left no endpoint under its margin. The relative slew slack is 17.1%. The worst clock skew on the final layout is ~35 ps. Post-route period utilization is reported as 30.1%.

Placed design
Per the gpl log, the routability congestion estimate is 0.979. Detailed placement ended at an HPWL of 432000 um. The number of buffers inserted by port buffering is 83. The number of instances in the placed design is 17300.

Pwr
Per the summary, power density relative to cell area is 20.3 nW/um2. After layout, the design draws a total of ~4.4 mW. The largest vdd supply drop is 0.0160 mV. Summed over all cells, the static leakage comes to 66.0 nW.

Finish
The share of cells above drive strength 1 is between 30% and 40%. The post-layout instance count excluding filler cells is around 18000. The area overhead of the layout relative to synthesis is 13.9%.

Setup path
The slowest cell on the critical path is dfxtp_4. The worst setup path is captured at an output port. The data required time reported for the critical path is 72480 ps. The critical path startpoint category is a flop.

The critical path's most frequent cell is buf_4. Among all stages on the critical path, the maximum delay recorded is 740 ps. The kind of critical path is flop to output port.

The critical path maximum fanout is 35. The report lists the cells along the critical path as buf_4, buf_4, buf_4, buf_4, buf_4, buf_4, buf_4, mux4_2, mux4_2, mux2i_1, a221oi_1, clkdlybuf4s50_1. The worst path arrival time is 9150 ps.

Status
The run finished with clean final reports.

Worst hold path
The most critical min-delay path falls under flop to flop.
==> area by class of cell <==
class	count	area, um2
clock buffers	480	10400
multi-input cells	4123	63400
diodes	27	67.6
clock inverters	251	2500
inverters	4	20.0
well taps	8379	10500
repair buffers	717	5800
flip-flops and latches	4126	124000
fillers	57100	415000
==> power breakdown <==
group / leakage, nW / total, mW / internal [mW] / switching [mW]
combinational: 22.7 / 0.593 / 0.233 / 0.359
clock: 6.25 / 1.68 / 0.944 / 0.740
sequential: 37.1 / 2.11 / 2.10 / 0.00826
total: 66.0 / 4.39 / 3.28 / 1.11
==> through the flow <==
step	hold slack [ps]	setup slack (ps)	area (um2)	utilization [%]
floorplan	449	70150	190000	-
global placement	456	64320	203000	32.2
detailed placement	456	64240	203000	32.2
CTS	477	63140	216000	34.3
global route	479	62580	216000	34.3
finish	478	63330	216000	34.3
==> flip-flops by register name, indices dropped and copies added (netlist names), named ones only <==
name,cells
mem,4096
ab,7
aa,8
==> routing by layer <==
metal	global-route usage (%)	up-vias	routed length [um]
li1	-	40900	-
met1	20.1	53600	179000
met2	32.7	9017	304000
met3	21.3	1574	140000
met4	11.9	96	48900
met5	4.84	-	3370
==> logic make-up after synthesis <==
| group | Yosys count |
|---|---|
| and+or+nand+nor | 508 |
| AOI/OAI and AO/OA | 912 |
| buffers and inverters | 763 |
| DFF | 4126 |
| muxes | 2703 |
==> layout by cell type (no fill, tap or decap), types with 16 or more instances in the layout <==
cell type	count
a21oi_1	205
a221o_1	48
a221oi_1	61
a22o_1	35
a22oi_1	58
buf_4	622
bufinv_16	45
clkbuf_1	77
clkbuf_16	403
clkdlybuf4s50_1	67
clkinv_1	86
clkinv_2	67
clkinvlp_4	22
diode_2	27
edfxtp_1	4111
mux2_2	47
mux2i_1	544
mux4_2	2112
nand3_1	23
nor2_2	257
nor3_1	95
nor4_2	17
o211ai_1	19
o21ai_0	96
o221ai_1	256
o22a_1	31
o22ai_1	81
or4_1	16
==> worst max-delay path: cells and delay by family (launching register included) <==
family,cells,cell delay [ps]
buffers and inverters,8,5110
flip-flops,1,740
multiplexers,3,1650
AND-OR/OR-AND,1,370
==> path summary, 6_finish.rpt <==
path	start	end	slack, ps	cells after the start
worst min register to register	aa[4]	flop	480	1
worst min-delay path	aa[4]	flop	480	1
worst max-delay path	flop	q_b[11]	63330	12
worst max register to register	ab[3]	flop	89760	1
Power and IR drop assume default switching activity.
