<file path="config.mk">
export PLATFORM = sky130hd
export DESIGN_NAME = dpram_verilog
export DESIGN_NICKNAME = dpram_verilog
export VERILOG_FILES = /design/flow/design.v
export SDC_FILE = /design/flow/constraint.sdc
export NUM_CORES = 4
export LEC_CHECK = 1
export CORE_UTILIZATION = 40
</file>
<file path="constraint.sdc">
current_design dpram_verilog

set clk_period 72.1
set clk_io_pct 0.2

create_clock -name clk0 -period $clk_period [get_ports {clock}]

set non_clock_inputs [all_inputs -no_clocks]
set_input_delay [expr $clk_period * $clk_io_pct] -clock clk0 $non_clock_inputs
set_output_delay [expr $clk_period * $clk_io_pct] -clock clk0 [all_outputs]
</file>
<file path="design.v">
module dpram_verilog #(
	parameter addr_width = 8,
	parameter data_width = 8
) (
	input clock,
	input [addr_width-1:0] address_a = 0,
	input [data_width-1:0] data_a = 0,
	input enable_a = 1,
	input wren_a = 0,
	output [data_width-1:0] q_a,
	input cs_a = 1,
	input [addr_width-1:0] address_b = 0,
	input enable_b = 1,
	output [data_width-1:0] q_b,
	input cs_b = 1
);
	reg [data_width-1:0] mem[0:(2**addr_width)-1];
	initial begin :mem_init
		integer i;
		for (i = 0; i < 2**addr_width; i = i + 1'b1)
			mem[i] = 0;
	end
	always @(posedge clock)
		if (enable_a && wren_a && cs_a)
			mem[address_a] <= data_a;
	reg [addr_width-1:0] aa, ab;
	always @(posedge clock) begin
		if (enable_a) aa <= address_a;
		if (enable_b) ab <= address_b;
	end
	assign q_a = mem[aa];
	assign q_b = mem[ab];
endmodule
</file>
<file path="run.sh">
#!/bin/bash
# OpenROAD 26Q1-2900-gdf79404cd8, Yosys 0.63+post, stock flow scripts
make -C /OpenROAD-flow-scripts/flow DESIGN_CONFIG=/design/flow/config.mk WORK_HOME=/design/flow/orfs finish
</file>
==> deck_impl_summary.md <==
Run Summary

Timing
  • Min cycle time layout: 22.14 ns
  • Setup_tns: 0 ns
  • FMAX: 0.0452 GHz
  • Setup Viol. Count Final: 0
  • Min Hold Slack: 0.460 ns
  • Final setup margin: 49.96 ns
  • Max Slew Vio Count: 0
  • Final Skew: 0.0163 ns
  • Relative slew slack: 17.5%
  • Final Cycle Share: 30.7%
  • Final hold viol count: 0
  • RSZ-0062 raised after global routing: no
  • Worst slew pin tran: 1.23 ns

Detailed routing
  • Antenna-violating nets left: 0
  • Residual DRC count: 0
  • Routed wire length: 308000 um
  • Via count: 55903
  • DR WL/cell: 35.0 um
  • First-pass DRT Iterations: 6
  • Initial DRC count: 4064
  • Via-to-Cell Ratio: 6.37

Synthesis
  • Post-synthesis cell count: 5214
  • Async set-or-reset flop fraction in the synthesized netlist: 0%
  • Synth top cell by count: edfxtp_1
  • Synth Area in XOR/XNOR: 0%
  • Ao+oa area frac: 6.08%
  • Seq share, synth: 64.5%
  • Yosys cell count: 5214
  • Count of library flops with an enable pin: 2064
  • Top cells by count: edfxtp_1 (2064), mux4_2 (840), mux2i_1 (355)
  • Dominant comb cell: multiplexers
  • Synth mux share: 23.7%
  • Top area cells in the synthesized netlist: edfxtp_1 (64%), mux4_2 (20%), mux2i_1 (3.7%)
  • Top-area cell type share of the netlist area: 64.2%
  • Adders+Majority by Area: 0%
  • Netlist cell types: 67
  • Simple share: 3.07%
  • Main synth FF type: edfxtp_1
  • Synth Register Bits: 2080
  • Post-Syn Area per Cell: 18.5 um2
  • Chip area line of the yosys report: 0.0965 mm2
  • YS warnings: 1
  • Synthesized cell area: 0.0965 mm2
  • Leading area contributor after synthesis: edfxtp_1

Global route
  • First-pass GRT wire length: 439000 um
  • Initial antenna violation count: 12
  • Total gr overflow: 0
  • Met3 usage: 22.0%
  • Largest net degree at the start of global routing: 124
  • M1 GR Usage: 32.4%
  • Total global routing track utilization: 28.0%
  • M2 GR Usage: 39.3%
  • Busiest grt layer: met2
  • Number of global-route vias before repair: 61752

Floorplanning
  • Cell Rows: 179
  • Core ar.: 0.239 mm2
  • Vert. Die Dim: 493 um
  • Num ports: 46
  • FP Util: 40.4%
  • Die width: 493 um
  • Die area: 0.243 mm2

Critical path
  • Critical Path Sink: q_b[1]
  • Critical Path End Type: primary output
  • CP required: 57.68 ns
  • Flop2flop setup slack: 71.29 ns
  • Reg2Reg Depth: 1
  • RR Startpoint: aa[1]
  • Arr. time, crit path: 7.72 ns
  • Critical path fanouts, max: 36
  • CP Launch Type: flop
  • Crit Path Class: reg2out

Power and ir drop
  • P_leak: 33.8 nW
  • Gate power share: 13.2%
  • Total Power: 2.76 mW
  • VDD IR-drop max: 27.3 uV
  • Pwr Density: 25.5 mW/mm2
  • Switch Pwr: 702 uW
  • P_int: 2.06 mW
  • Switching share of power: 25.4%
  • Clock power share: 38.5%
  • Sequential Power Share: 48.4%

Placed design
  • Placer Congestion: 0.999
  • DP HPWL: 199000 um
  • Post-DP Area: 0.102 mm2
  • IO buf count: 44
  • Placement Setup Slack: 51.05 ns
  • Dpl cells: 8381

Run status
  • Outcome: finished clean

Final layout
  • Layout Area Growth over Synthesis: 12.3%
  • Layout Utilization: 45.4%
  • Post-route cell area: 0.108 mm2
  • Layout cells sized above 1: 28.3%
  • Post-route non-filler standard cell count: 8779

Clock network
  • Clock-pin slew on the worst setup and hold paths: 0.06 ns
  • CTS tree: built
  • Clock latency (worst-skew pair): 0.88 ns
  • Hold-fix buffers at CTS: 0
  • Clk Tree Root Cell: clkbuf_16
  • TritonCTS Buffers: 216
  • H-tree Lvls: 4
  • Clk sink count: 2080
  • Postcts setup bufs: 0
  • Number of gates resized after cts: 0
  • CTS Buffer Depth: 3

Flow run
  • Tool warnings: 36
  • Max Cap Violations: 0

Worst hold path
  • Hold crit path type: reg2reg
layout make-up:
| class | count | area, um2 |
|---|---|---|
| well taps | 3167 | 3960 |
| inverters | 6 | 22.5 |
| clock inverters | 106 | 950 |
| multi-input cells | 2695 | 32000 |
| diodes | 6 | 15.0 |
| fillers | 19759 | 131000 |
| clock buffers | 286 | 5710 |
| flip-flops and latches | 2080 | 62300 |
| repair buffers | 433 | 3470 |
placed cells by master, fill, tap and decap left out, types with 7 or more instances in the layout:
| cell type | count |
|---|---|
| a211oi_1 | 29 |
| a21oi_1 | 185 |
| a221oi_1 | 40 |
| a22o_1 | 21 |
| a22oi_1 | 321 |
| a2bb2oi_1 | 7 |
| a31oi_1 | 25 |
| buf_4 | 383 |
| buf_8 | 7 |
| bufinv_16 | 11 |
| clkbuf_1 | 68 |
| clkbuf_16 | 218 |
| clkdlybuf4s50_1 | 36 |
| clkinv_1 | 55 |
| clkinv_2 | 24 |
| edfxtp_1 | 2064 |
| mux2_2 | 17 |
| mux2i_1 | 355 |
| mux4_1 | 9 |
| mux4_2 | 840 |
| nand2_1 | 89 |
| nand2b_1 | 11 |
| nand3_1 | 47 |
| nand3_2 | 9 |
| nand4_1 | 15 |
| nor2_1 | 300 |
| nor2_4 | 9 |
| nor2b_1 | 14 |
| nor3_1 | 40 |
| nor4_1 | 41 |
| nor4_2 | 13 |
| o21ai_0 | 40 |
| o221ai_1 | 72 |
| o22ai_1 | 44 |
| o2bb2ai_1 | 13 |
| o32ai_1 | 10 |
power groups by stage:
stage	registers (mW)	clock network (mW)	logic, mW
CTS	1.34	1.08	0.357
global route	1.34	1.12	0.379
finish	1.34	1.06	0.363
state kept, by name, indices dropped and copies added (netlist names), named ones only:
register and count:
aa 8, mem 2048, ab 8
worst min path at each step:
stage     slack, ns  cells past startpoint  endpoint  startpoint
4_1_cts        0.46                      1      flop       aa[6]
5_1_grt        0.48                      1      flop       aa[6]
6_report       0.46                      1      flop       aa[6]
critical path, stage by stage (launching register included):
cell and delay, ns:
dfxtp_4 0.59, buf_4 0.65, buf_4 0.70, buf_4 0.60, buf_4 0.61, buf_4 0.66
mux4_2 0.58, a22oi_1 0.25, a21oi_1 0.27, a311oi_1 1.04, nor4_1 0.10, buf_4 0.22
clkdlybuf4s50_1 0.42
layer usage:
metal | vias to the layer above | routed length (um)
li1 | 22878 | -
met2 | 3825 | 140000
met1 | 28549 | 95500
met5 | - | 1630
met3 | 614 | 56100
met4 | 37 | 14800
cell families after synthesis:
family | after synthesis
flops | 2080
buf+inv | 439
mux | 1221
simple gates | 638
compound gates | 836
No activity file was given, so power comes from the tool's default toggle rates.
